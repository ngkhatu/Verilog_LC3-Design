==> flow/design.v <==
module CacheController(clock, reset, state, count, miss, rd, macc, rrdy, rdrdy, wacpt) ;
	input clock, reset, macc, rrdy, rdrdy, wacpt, miss, rd ;
	output reg [3:0] state ;
	output reg [1:0] count ;
	always@(posedge clock)
		if(reset || !macc) state = 4'd0 ;
		else
		case(state)
			4'd0:
				begin
				count = 2'd0 ;
				if(!rd) state = 4'd4 ;
				else if (miss) state = 4'd1 ;
				else state = 4'd0 ;
				end
			4'd1: if(rrdy) state = 4'd2 ;
			4'd2: if(rdrdy) state = 4'd3 ;
			4'd3:
				begin
				if(rdrdy) state = 4'd3 ;
				else if(count >= 3) state = 4'd8 ;
				else
					begin
					count = count + 2'd1 ;
					state = 4'd2 ;
					end
				end
			4'd4: if(wacpt) state = 4'd5 ;
			4'd5: if(!wacpt) state = 4'd6 ;
			4'd6: if(wacpt) state = 4'd7 ;
			4'd7:
				begin
				if(wacpt) state = 4'd7 ;
				else if(!miss) state = 4'd8 ;
				else state = 4'd2 ;
				end
			4'd8: state = 4'd0 ;
			default: state = 4'd0 ;
		endcase
endmodule
module ProcInterface(clock, rd, addr, dout, complete, state, miss, blockdata) ;
	input clock, rd, miss ;
	input [15:0] addr ;
	input [3:0] state ;
	input [63:0] blockdata ;
	output reg [15:0] dout ;
	output complete ;
	wire en ;
	reg [15:0] muxOut ;
	assign en = (complete && rd) ;
	assign complete = (((state == 4'd0) && (miss == 1'b0) && (rd == 1'b1)) || (state == 4'd8)) ;
	always@(posedge clock)
		if(en) dout <= muxOut ;
		else dout <= dout ;
	always@(addr[1:0] or blockdata)
		case(addr[1:0])
			2'd0: muxOut <= blockdata[15:0] ;
			2'd1: muxOut <= blockdata[31:16] ;
			2'd2: muxOut <= blockdata[47:32] ;
			2'd3: muxOut <= blockdata[63:48] ;
			default: muxOut <= 16'h0000 ;
		endcase
endmodule
module ValidArray(clock, reset, valid, index, state) ;
	input clock, reset ;
	input [3:0] state, index ;
	output valid ;
	reg [15:0] validArray ;
	wire [15:0] decoder, mux1out, mux2out ;
	assign decoder = 16'b0000000000000001<<index ;
	assign mux1out = (state == 4'd8) ? (decoder | validArray) : validArray ;
	assign mux2out = reset ? 16'd0 : mux1out ;
	assign valid = validArray[index] ;
	always@(posedge clock)
		validArray <= mux2out ;
endmodule
module CacheData(clock, state, count, valid, miss, rd, addr, din, blockdata, offdata) ;
	input clock, rd, valid ;
	input [15:0] addr, din, offdata ;
	input [1:0] count ;
	input [3:0] state ;
	output miss ;
	output [63:0] blockdata ;
	reg [15:0] BlockReg0, BlockReg1, BlockReg2, BlockReg3 ;
	reg [1:0] blocksel0, blocksel1, blocksel2, blocksel3 ;
	reg [15:0] mux0out, mux1out, mux2out, mux3out ;
	wire ramrd ;
	wire [73:0] data ;
	CacheRAM cram(data, addr[5:2], ramrd) ;
	assign ramrd = !(state == 4'd3 || state == 4'd5) ;
	assign miss = (!valid) || (addr[15:6] != data[73:64]) ;
	assign data = ramrd ? 74'hz : {addr[15:6], BlockReg3, BlockReg2, BlockReg1, BlockReg0} ;
	assign blockdata = data[63:0] ;
	always@(blocksel0 or offdata or din or data[15:0])
		case(blocksel0)
			2'd0: mux0out <= offdata ;
			2'd1: mux0out <= din ;
			2'd2: mux0out <= data[15:0] ;
			2'd3: mux0out <= 16'h0000 ;
			default: mux0out <= 16'h0000 ;
		endcase
	always@(blocksel1 or offdata or din or data[31:16])
		case(blocksel1)
			2'd0: mux1out <= offdata ;
			2'd1: mux1out <= din ;
			2'd2: mux1out <= data[31:16] ;
			2'd3: mux1out <= 16'h0000 ;
			default: mux1out <= 16'h0000 ;
		endcase
	always@(blocksel2 or offdata or din or data[47:32])
		case(blocksel2)
			2'd0: mux2out <= offdata ;
			2'd1: mux2out <= din ;
			2'd2: mux2out <= data[47:32] ;
			2'd3: mux2out <= 16'h0000 ;
			default: mux2out <= 16'h0000 ;
		endcase
	always@(blocksel3 or offdata or din or data[63:48])	
		case(blocksel3)
			2'd0: mux3out <= offdata ;
			2'd1: mux3out <= din ;
			2'd2: mux3out <= data[63:48] ;
			2'd3: mux3out <= 16'h0000 ;
			default: mux3out <= 16'h0000 ;
		endcase
	always@(posedge clock)
		begin
		BlockReg0 <= mux0out ;
		BlockReg1 <= mux1out ;
		BlockReg2 <= mux2out ;
		BlockReg3 <= mux3out ;	
		end
	always@(count or addr[1:0] or state)
		case(state)
			4'd2: case(count)
				2'd0: begin blocksel0 = 2'd0 ; blocksel1 = 2'd2 ; blocksel2 = 2'd2 ; blocksel3 = 2'd2 ; end
				2'd1: begin blocksel0 = 2'd2 ; blocksel1 = 2'd0 ; blocksel2 = 2'd2 ; blocksel3 = 2'd2 ; end
				2'd2: begin blocksel0 = 2'd2 ; blocksel1 = 2'd2 ; blocksel2 = 2'd0 ; blocksel3 = 2'd2 ; end
				2'd3: begin blocksel0 = 2'd2 ; blocksel1 = 2'd2 ; blocksel2 = 2'd2 ; blocksel3 = 2'd0 ; end
				default: begin blocksel0 = 2'd2 ; blocksel1 = 2'd2 ; blocksel2 = 2'd2 ; blocksel3 = 2'd2 ; end
			      endcase
			4'd4: case(addr[1:0])
				2'd0: begin blocksel0 = 2'd1 ; blocksel1 = 2'd2 ; blocksel2 = 2'd2 ; blocksel3 = 2'd2 ; end
				2'd1: begin blocksel0 = 2'd2 ; blocksel1 = 2'd1 ; blocksel2 = 2'd2 ; blocksel3 = 2'd2 ; end
				2'd2: begin blocksel0 = 2'd2 ; blocksel1 = 2'd2 ; blocksel2 = 2'd1 ; blocksel3 = 2'd2 ; end
				2'd3: begin blocksel0 = 2'd2 ; blocksel1 = 2'd2 ; blocksel2 = 2'd2 ; blocksel3 = 2'd1 ; end
				default: begin blocksel0 = 2'd2 ; blocksel1 = 2'd2 ; blocksel2 = 2'd2 ; blocksel3 = 2'd2 ; end
			      endcase
			default: begin blocksel0 = 2'd2 ; blocksel1 = 2'd2 ; blocksel2 = 2'd2 ; blocksel3 = 2'd2 ; end
		endcase
endmodule
module MemInterface(state, addr, din, offdata, miss, rrqst, rdacpt, wrqst) ;
	input [3:0] state ;
	input [15:0] addr, din ;
	input miss ;
	output reg rrqst, rdacpt, wrqst ;
	output [15:0] offdata ;
	assign offdata = ((state == 4'd1) || (state == 4'd4) || (state == 4'd6)) ? ((state == 4'd6) ? din : addr) : 16'hzzzz ;
	always@(state or miss)
		case(state)
			4'd0: begin rrqst = 1'b0 ; rdacpt = 1'b0 ; wrqst = 1'b0 ; end
			4'd1: begin rrqst = 1'b1 ; rdacpt = 1'b0 ; wrqst = 1'b0 ; end
			4'd2: begin rrqst = 1'b0 ; rdacpt = 1'b0 ; wrqst = 1'b0 ; end
			4'd3: begin rrqst = 1'b0 ; rdacpt = 1'b1 ; wrqst = 1'b0 ; end
			4'd4: begin rrqst = miss ; rdacpt = 1'b0 ; wrqst = 1'b1 ; end
			4'd5: begin rrqst = 1'b0 ; rdacpt = 1'b0 ; wrqst = 1'b0 ; end
			4'd6: begin rrqst = 1'b0 ; rdacpt = 1'b0 ; wrqst = 1'b1 ; end
			4'd7: begin rrqst = 1'b0 ; rdacpt = 1'b0 ; wrqst = 1'b0 ; end
			4'd8: begin rrqst = 1'b0 ; rdacpt = 1'b0 ; wrqst = 1'b0 ; end
			default: begin rrqst = 1'b0 ; rdacpt = 1'b0 ; wrqst = 1'b0 ; end
		endcase
endmodule
==> flow/run.sh <==
#!/bin/bash
# OpenROAD 26Q1-2900-gdf79404cd8, Yosys 0.63+post, stock flow scripts
make -C /OpenROAD-flow-scripts/flow DESIGN_CONFIG=/design/flow/config.mk WORK_HOME=/design/flow/orfs finish
==> flow/config.mk <==
export PLATFORM = sky130hd
export DESIGN_NAME = ValidArray
export DESIGN_NICKNAME = ValidArray
export VERILOG_FILES = /design/flow/design.v
export SDC_FILE = /design/flow/constraint.sdc
export NUM_CORES = 4
export LEC_CHECK = 1
export CORE_AREA = 10 10 73 73
export DIE_AREA = 0 0 83 83
==> flow/constraint.sdc <==
current_design ValidArray

set clk_period 2.9
set clk_io_pct 0.2

create_clock -name clk0 -period $clk_period [get_ports {clock}]

set non_clock_inputs [all_inputs -no_clocks]
set_input_delay [expr $clk_period * $clk_io_pct] -clock clk0 $non_clock_inputs
set_output_delay [expr $clk_period * $clk_io_pct] -clock clk0 [all_outputs]
==> out/summary.txt <==
Synth Register Bits: 16
RSZ-0062 raised after global routing: false
ys async rst share: 0
first-pass GRT wire length: 2790 um
WL/cell: 12.4 um
Hold Crit Endpoint: validArray[2]$_SDFFE_PP0N_
# Cells Yosys: 69
sw frac: 0.208
OpenROAD warning count: 25
Pleak: 0.352 nW
Yosys warnings: 3
Slew headroom: 0.494
number of global-route vias before repair: 587
Via Count: 598
Final Hold Viols: 0
design area: 940 um2
Netlist Area Pre-Place: 762 um2
EDFF count, synth: 0
fin. max-slew vios: 0
worst reg2reg setup slack: 2.22 ns
Unique cell types: 15
# DRC: 0
post-layout period usage: 0.931
max FFs per register: 16
CP endpoint kind: primary output
Gate Count Post-Synth: 69
# Max-Cap Violations: 0
Post-DRT Antenna Nets: 0
syn avg cell area: 11.0 um2
register area share after synthesis: 0.420
Yosys top cell by area: dfxtp_1
Finish-stage setup viols: 0
dominant logic cell type in the layout: nor2_1
Fin Clk Skew: 0 ns
DP Area: 901 um2
most frequent cells in the layout: nor2_1 (17), a41oi_1 (16), dfxtp_1 (16)
gpl congestion: 0.837
R2R Path End: validArray[14]$_SDFFE_PP0N_
initial antenna violation count: 0
ANT cells: 0
Post-Route Utilization: 0.251
Die Span Y: 83 um
Min-Delay Path Class: reg -> reg
clk latency late pin: 0.24 ns
num rows: 22
clock sinks: 16
layout cells sized above 1: 0.101
Worst-Margin Slew: 0.755 ns
Setup WS post-layout: 0.201 ns
Worst-path clk slew: 0.06 ns
Max rail drop VDD: 0.111 mV
H-tree depth: 1
status: finished, final reports clean
total track usage: 0.0454
detailed placer's ending HPWL: 1230 um
setup slack at placement: -0.0256 ns
worst hold path startpoint: validArray[2]$_SDFFE_PP0N_
P&R area growth vs syn: 23.3%
FILL cells: 417
Reg2Reg Depth: 2
chip area line of the yosys report: 762 um2
Psw: 0.0875 mW
CTS Buf Count: 3
crit path DAT: 2.12 ns
TritonCTS clock tree: done
critical path fanouts, max: 4
die width: 83 um
Logic area: 383 um2
Via density: 4.71
fp_density: 0.204
drt total wl: 1570 um
hold slack: 0.474 ns
port buffer count: 10
category of the worst setup path launch point: input pin
Top Ports: 11
Core ar.: 3740 um2
total power: 0.420 mW
grt total ovfl: 0
pin count of the biggest net entering global routing: 17
Dominant flop cell: dfxtp_1
Seq pwr share: 0.526
Power Density: 447 nW/um2
CP Class: in -> out
worst hold path depth: 2
clock period minus worst slack: 2.70 ns
Flop area: 320 um2
fmax: 370 MHz
first-pass detailed-route iteration total: 4
worst reg2reg startpoint: validArray[14]$_SDFFE_PP0N_
Biggest register: validArray
Comb power frac: 0.102
Clock Tree Buf Depth: 2
Top area cell types: dfxtp_1 (42%), a41oi_1 (18%), mux4_1 (14%), nor2_1 (8.4%), buf_6 (4.4%)
CP required: 2.32 ns
initial DRC count: 50
Internal: 0.333 mW
die area: 6890 um2
clock group share of total power: 0.371
Root Buffer: clkbuf_8
Area leader share: 0.420
Top Registers: validArray (16)
## timing repair
item | CTS | global route
resized | 2 | 0
endpoints found under the setup margin | 1 | 0
setup buffers | 0 | 0
hold buffers | 0 | 0
## power groups by stage
stage                 Sequential, mW  Combinational, mW  Clock [mW]
final                          0.221             0.0429       0.156
after global routing           0.221             0.0466       0.172
after CTS                      0.221             0.0428       0.159
## cells in the mapped netlist (2+ instances only)
library cell,count
buf_6,3
mux4_1,4
a41oi_1,16
nor2_1,17
mux2i_1,3
dfxtp_1,16
buf_2,2
## cell type report
cell class	instances	share of cell area
multi-input cells	44	0.407
flip-flops and latches	16	0.341
repair buffers	14	0.136
well taps	48	0.0639
clock buffers	3	0.0439
inverters	2	0.00799
## worst max-delay path by stage
| stage | start | endpoint | depth (start not counted) |
|---|---|---|---|
| after global routing | index[2] | valid | 5 |
| after CTS | index[2] | valid | 5 |
| final | index[2] | valid | 5 |
## through the flow
| step | instances | setup TNS (ns) |
|---|---|---|
| 6_report | 127 | 0 |
| 5_1_grt | 127 | 0 |
| 4_1_cts | 127 | 0 |
| 3_5_place_dp | 124 | -0.0256 |
| 3_3_place_gp | 124 | -0.0327 |
| 2_1_floorplan | 69 | 0 |
## worst max-delay path, cell delays in order
cell and delay, ns:
clkdlybuf4s50_1 0.58, mux4_1 0.33, mux2i_1 0.14, mux2i_1 0.09, clkdlybuf4s50_1 0.41
## per-layer routing
| metal | track usage | part of all wire | vias up |
|---|---|---|---|
| li1 | - | - | 291 |
| met1 | 0.0653 | 0.51 | 287 |
| met2 | 0.0656 | 0.41 | 16 |
| met3 | 0.0138 | 0.065 | 4 |
| met4 | 0.00769 | 0.0089 | 0 |
| met5 | 0 | 0 | - |
## kinds of logic after synthesis
kind of cell / Yosys count / synth area share
compound gates: 16 / 0.184
buf+inv: 9 / 0.0772
flops: 16 / 0.420
simple gates: 21 / 0.141
mux: 7 / 0.177
Power figures rest on the tool's default switching activity, not on a simulated workload.
