File: design/flow/config.mk
export PLATFORM = sky130hd
export DESIGN_NAME = SimpleLC3
export DESIGN_NICKNAME = SimpleLC3
export VERILOG_FILES = /design/flow/design.v
export SDC_FILE = /design/flow/constraint.sdc
export NUM_CORES = 4
export LEC_CHECK = 1
export CORE_UTILIZATION = 30
File: design/flow/constraint.sdc
current_design SimpleLC3

set clk_period 37.2
set clk_io_pct 0.2

create_clock -name clk0 -period $clk_period [get_ports {clock}]

set non_clock_inputs [all_inputs -no_clocks]
set_input_delay [expr $clk_period * $clk_io_pct] -clock clk0 $non_clock_inputs
set_output_delay [expr $clk_period * $clk_io_pct] -clock clk0 [all_outputs]
File: design/flow/design.v
module Fetch(clock, reset, state, pc, npc, rd, taddr, br_taken);
  input clock, reset, br_taken;
  input [15:0] taddr;
  input [3:0] state;
  output [15:0] pc, npc;    
  output rd;
  reg [15:0] ipc;         
  wire [15:0] muxout;
  always @(posedge clock or posedge reset)
    if(reset==1)
       ipc<=16'h3000;   
    else
      if(state==0)
        ipc<=muxout;
      else
        ipc<=ipc;
  assign rd=(state==7 || state==8 || state==9)?1'bz:1;
  assign pc=(state==7 || state==8 || state==9)?16'hzzzz:ipc;
  assign muxout=(br_taken)?taddr: npc;
  assign npc=ipc+1;
endmodule
module Controller(clock, reset, state, C_Control, complete);
  input clock,reset; 
  output [3:0] state;
  input [5:0] C_Control;
  input complete;
  reg [3:0] state;
  wire [1:0] inst_type;
  wire pc_store;
  wire [1:0] mem_access_mode;
  wire load;
  assign {inst_type, pc_store, mem_access_mode, load}=C_Control;
  always @(posedge clock)
   if(reset)
    state=1;
   else
    case(state)
      0: state=1;	  
      1: if(complete) state=2;  
	 else state=1;
      2: case(inst_type)  
           0: state=3;    
	   1: state=5;    
	   2: state=6;    
    	   default: state=15;   
         endcase
      3: state=4;         
      4: state=0;         
      5: if(pc_store)     
	   state=4;
	 else
	   state=0;
      6: case(mem_access_mode)   
	   0: state=8;   
	   1: state=7;   
	   2: state=9;   
	   3: state=4;    
	 endcase
      7: if(!complete) state=7;        
	 else 
	   state=4;                    
      8: if(!complete) state=8;        
	 else 
            if(load) state=7;         
	    else state=9;             
      9: if(complete) state=0;	       
	 else state=9; 
     default: state=15;		       
   endcase
endmodule
module Execute(E_Control, D_Data, npc, aluout, pcout);
  input [5:0] E_Control;
  input [47:0] D_Data;
  input [15:0] npc;
  output [15:0] aluout, pcout;
  wire [15:0] IR, VSR1, VSR2, offset11, offset9, offset6, imm5, trapvect8;
  wire [1:0] pcselect1, alu_control;
  wire pcselect2, op2select;
  reg [15:0] addin1, addin2, aluin1, aluin2;
  wire alucarry; 		 
  assign {IR, VSR1, VSR2}=D_Data;
  assign {alu_control, pcselect1, pcselect2, op2select}=E_Control;
  always @(VSR1)
     aluin1=VSR1;
  always @(op2select or VSR2 or imm5)
    if(op2select)
       	aluin2=VSR2;
    else
 	aluin2=imm5;
  ALU alu(aluin1, aluin2, alu_control, aluout, alucarry);
  extension ext(IR, offset11, offset9, offset6, trapvect8, imm5);
  always @(pcselect1 or offset11 or offset9 or offset6)
    case(pcselect1)
      0: addin1=offset11;
      1: addin1=offset9;
      2: addin1=offset6;
      3: addin1=0;
    endcase
   always @(pcselect2 or npc or VSR1)
     if(pcselect2)
        addin2=npc;
     else
	addin2=VSR1;
  assign pcout=addin1+addin2;
endmodule
module extension(ir, offset11, offset9, offset6, trapvect8, imm5);
  input [15:0] ir;
  output [15:0] offset11, offset9, offset6, trapvect8, imm5;
  assign offset11={{5{ir[10]}}, ir[10:0]};
  assign offset9 ={{7{ir[8]}}, ir[8:0]};
  assign offset6={{10{ir[5]}}, ir[5:0]};
  assign imm5={{11{ir[4]}}, ir[4:0]};
  assign trapvect8={ {8{ir[7]}}, ir[7:0]};
endmodule  
module ALU(aluin1, aluin2, alu_control, aluout, alucarry);
  input [15:0] aluin1, aluin2;
  input [1:0] alu_control;
  output [15:0] aluout;
  output alucarry;
  reg [15:0] aluout;
  reg alucarry;
  always @(aluin1 or aluin2 or alu_control)
   case(alu_control)
    0: {alucarry,aluout}=aluin1+aluin2;
    1: {alucarry,aluout}={1'b0, aluin1&aluin2};
    2: {alucarry,aluout}={1'b0, ~aluin1};
    default: {alucarry,aluout}=~(aluin1^aluin2);
   endcase
endmodule  
module MemAccess(state, M_Control, M_Data, M_Addr, memout, addr, din, dout, rd);
  input [3:0] state;
  input M_Control;
  input [15:0] M_Data;
  input [15:0] M_Addr;
  output [15:0] addr;
  output [15:0] din;
  output rd;
  input [15:0] dout;
  output [15:0] memout;
  reg [15:0] addr;            
  reg [15:0] din;             
  reg rd;                     
  always @(state or M_Addr or M_Data or dout or M_Control)
    if(state==7)           
      begin
       	if(M_Control==0)
	  addr<=M_Addr;   
       	else 
	  addr<=dout;     
	din<=16'h0;       
        rd<=1'b1;          
      end 
    else if(state==8)      
      begin
	addr<=M_Addr;     
	din<=16'h0;       
        rd<=1'b1;          
      end
    else if(state==9)      
      begin
       	if(M_Control==0)
	  addr<=M_Addr;   
       	else 
	  addr<=dout;     
	din<=M_Data;
        rd<=1'b0;          
      end
    else                   
      begin
	addr<=16'hz;      
	din<=16'hz;
	rd<=1'bz; 
      end
   assign memout = dout;
endmodule  
module Writeback(W_Control, aluout, memout, pcout, npc, DR_in);
  input [15:0] aluout, memout, pcout, npc;
  input [1:0] W_Control;
  output [15:0] DR_in;		 
  reg [15:0] DR_in;      	
  always @(W_Control or aluout or memout or pcout or npc)
    case(W_Control)
      0: DR_in<=aluout;
      1: DR_in<=memout;
      2: DR_in<=pcout;
      3: DR_in<=npc;
    endcase
endmodule
module RegFile(clock, sr1, d1, sr2, d2, din, dr, wr);
  input clock, wr;
  input [2:0] sr1, sr2, dr;      
  input [15:0] din;              
  output [15:0] d1, d2;		 
  reg [15:0] ram [0:7] ;
  wire [15:0] R0,R1,R2,R3,R4,R5,R6,R7;
  assign d1 = ram[sr1];
  assign d2 = ram[sr2];
  always @(posedge clock)
    begin
       if (wr)
	 ram[dr]<=din;	 
    end
  assign R0=ram[0];
  assign R1=ram[1];  
  assign R2=ram[2];
  assign R3=ram[3];  
  assign R4=ram[4];
  assign R5=ram[5];  
  assign R6=ram[6];
  assign R7=ram[7];
endmodule
module Decode(clock, state, dout, C_Control, E_Control, 
	      M_Control, W_Control, F_Control, D_Data, DR_in); 
  input clock;
  input [3:0] state;
  input [15:0] dout;
  input [15:0] DR_in;
  output M_Control;
  output [1:0] W_Control; 
  output [5:0] C_Control;
  output [5:0] E_Control;
  output [47:0] D_Data;
  output F_Control;
  reg M_Control;
  reg [1:0] W_Control; 
  reg [1:0] inst_type;
  reg pc_store;
  reg [1:0] mem_access_mode;
  reg load;
  reg [1:0] pcselect1, alu_control;
  reg pcselect2, op2select;
  reg br_taken;
  reg [2:0] sr1,sr2, dr;
  wire [15:0] VSR1, VSR2;
  reg [15:0] ir;
  wire en;
  reg [15:0] psr;
  wire [3:0] opcode=ir[15:12];
  wire [3:0] next_opcode=dout[15:12];
  assign en=(state==4)?1:0;
  RegFile rf (clock, sr1, VSR1, sr2, VSR2, DR_in, dr, en);
  always @(posedge clock)
    if (state==4'd2)
      ir<=dout;
  always @(posedge clock)
    if(state==4'd4 && opcode!=4'b0100)
      if(DR_in[15])      
         psr<=16'h4;
      else if((|DR_in))  
	psr<=16'h1;
      else               
        psr<=16'h2;
  assign C_Control={inst_type, pc_store, mem_access_mode, load};
  assign E_Control={alu_control, pcselect1, pcselect2, op2select};
  assign F_Control=br_taken;
  assign D_Data={ir, VSR1, VSR2};
  always @(next_opcode)
    case (next_opcode[1:0])
      2'b00: inst_type<=2'd1;  
      2'b01: inst_type<=2'd0;  
      2'b10: inst_type<=2'd2;  
      2'b11: inst_type<=2'd2;  
    endcase  
  always @(ir or opcode or psr) 
    begin
       case(opcode[1:0])
	  2'b00: begin   
	     {load, mem_access_mode, M_Control} <= 4'b0;
             alu_control<=2'd0;  
             op2select<=1'b0;  
             case (opcode[3:2])
	       2'b00: begin         
		  pcselect1<=2'd1;  
	          pcselect2<=1'b1;  
	          pc_store<=1'b0;   
	          br_taken<=|(psr&ir[11:9]);  
	          sr1<=3'd0;        
	       end
	       2'b11: begin         
		  pcselect1<=2'd3;  
	          pcselect2<=1'b0;  
	          pc_store<=1'b0;   
	          br_taken<=1'b1;   
	          sr1<=ir[8:6];     
	       end
	       2'b01: if(ir[11])
	            begin             
		    pcselect1<=2'd0;  
	            pcselect2<=1'b1;  
	            pc_store<=1'b1;   
	            br_taken<=1'b1;   
	            sr1<=3'd0;        
	            end
	          else
	            begin             
		    pcselect1<=2'd3;  
	            pcselect2<=1'b0;  
	            pc_store<=1'b0;   
	            br_taken<=1'b1;   
	            sr1<=ir[8:6];     
	            end
	       default: begin       
		  pcselect1<=2'd0;
	          pcselect2<=1'b0;
                  pc_store<=1'b0;
                  br_taken<=1'b0;
                  sr1<=3'd0;
	       end
	     endcase  
	     W_Control<=2'd3;   
	     dr<=3'd7;  
	     sr2<=3'd0;  
	  end
	  2'b01: begin  
	     {load, mem_access_mode, M_Control, pc_store} <= 5'b0;
	     case (opcode[3:2])
	       2'b00: alu_control<= 2'd0;   
	       2'b01: alu_control<=2'd1;    
	       2'b10: alu_control<=2'd2;    
	       default: alu_control<=2'd0;  
	     endcase  
	     pcselect1<=2'd0;  
	     pcselect2<=1'b0;  
             op2select<=~ir[5];
	     W_Control<=2'd0;   
             br_taken<=1'b0;    
	     dr<=ir[11:9];
	     sr1<=ir[8:6];
	     sr2<=ir[2:0];
	  end
	  2'b10: begin  
	     load<=(opcode[3:2]==2'b10) ? 1 : 0;   
             M_Control<=(opcode[3:2]==2'b10) ? 1 : 0;  
	     case (opcode[3:2])
	       2'b10: mem_access_mode<=2'd0;  
	       2'b11: mem_access_mode<=2'd3;  
	       default: mem_access_mode<=2'd1;  
	     endcase  
	     pc_store<=1'b0;   
	     alu_control<=2'd0;  
             if (opcode[3:2]==2'b01) 
               begin                
		  pcselect1<=2'd2;  
	          pcselect2<=1'b0;  
	       end
	     else 
               begin                
		  pcselect1<=2'd1;  
	          pcselect2<=1'b1;  
	       end
             op2select<=1'b0;  
             if (opcode[3:2]==2'b11)  
	       W_Control<=2'd2;       
	     else                     
	       W_Control<=2'd1;       
             br_taken<=1'b0;   
	     dr<=ir[11:9];
	     sr1<=ir[8:6];   
	     sr2<=3'd0;  
	  end
	  2'b11: begin  
	     load<=1'b0;   
             M_Control<=(opcode[3:2]==2'b10) ? 1 : 0;   
	     mem_access_mode<=(opcode[3])?0: 2;  
	     pc_store<=0;  
	     alu_control<=2'd0;  
             if (opcode[3:2]==2'b01)
	       begin                
		  pcselect1<=2'd2;  
	          pcselect2<=1'b0;  
	       end
	       else begin           
		  pcselect1<=2'd1;  
	          pcselect2<=1'b1;  
	       end
             op2select<=1'b0;  
	     W_Control<=2'd0;  
             br_taken<=1'b0;   
	     dr<=3'd0;         
	     sr1<=ir[8:6];     
	     sr2<=ir[11:9];
	  end
       endcase  
    end
endmodule
module SimpleLC3(clock, reset, addr, din, dout, rd, macc, complete);
  input clock;
  input reset;
  output [15:0] addr, din;
  input [15:0] dout;
  output rd, macc;
  input complete;
  wire [3:0] state;
  wire [1:0] W_Control;
  wire [15:0] aluout, memout, pcout, DR_in;
  wire M_Control;
  wire [15:0] M_Data, addr, din, dout;
  wire rd, complete;
  wire [5:0] E_Control;
  wire br_taken;
  wire [5:0] C_Control;
  wire [47:0] D_Data;
  wire reset;
  wire [15:0] npc;
  Writeback wb(W_Control, aluout, memout, pcout, npc, DR_in);
  MemAccess memacc(state, M_Control, M_Data, pcout, memout, addr, din, dout, rd);
  Decode dec(clock, state, dout, C_Control, E_Control, 
	     M_Control, W_Control, br_taken, D_Data, DR_in);
  Execute exe(E_Control, D_Data, npc, aluout, pcout);
  Controller ctrl(clock, reset, state, C_Control, complete);
  Fetch fetch(clock, reset, state, addr, npc, rd, pcout, br_taken);
  assign M_Data=D_Data[15:0];
  assign macc=(state==1 || state==7 || state==9 || state==8)?1:0;
endmodule
File: design/flow/run.sh
#!/bin/bash
# OpenROAD 26Q1-2900-gdf79404cd8, Yosys 0.63+post, stock flow scripts
make -C /OpenROAD-flow-scripts/flow DESIGN_CONFIG=/design/flow/config.mk WORK_HOME=/design/flow/orfs finish
==> Implementation_results.wiki <==
== Flow metrics ==
{| class="wikitable"
! Metric !! Value
|-
| Fraction of registers with async set/reset || 9.249%
|-
| Sequential cell area fraction in the yosys report || roughly two fifths
|-
| Chip area estimate from yosys synthesis || around 12,000 sq um
|-
| Number of enable-type register cells in the synthesized netlist || ~150
|-
| Stage reached || 1_2_yosys
|-
| Dominant synthesized flop cell || sky130_fd_sc_hd__edfxtp_1
|-
| Cell total in the yosys stat output || 1,391
|-
| Outcome || stopped before the end
|-
| Flip-flop and latch count after synthesis || 173
|-
| Yosys warning total || 13
|-
| Run-stopping error || ERROR: Found 16 problems in 'check -assert'.
|-
| Unique cell types || 95
|}
## Yosys cell counts (12+ instances only)
| library cell | instances | share of area [%] |
|---|---|---|
| sky130_fd_sc_hd__nand2_1 | 258 | 7.9 |
| sky130_fd_sc_hd__edfxtp_1 | 147 | 36 |
| sky130_fd_sc_hd__nand3_1 | 117 | 4.8 |
| sky130_fd_sc_hd__a21oi_1 | 78 | 3.2 |
| sky130_fd_sc_hd__clkbuf_1 | 75 | 2.3 |
| sky130_fd_sc_hd__nor2_1 | 74 | 2.3 |
| sky130_fd_sc_hd__o21ai_0 | 69 | 2.8 |
| sky130_fd_sc_hd__ha_1 | 38 | 3.9 |
| sky130_fd_sc_hd__inv_1 | 35 | 1.1 |
| sky130_fd_sc_hd__mux2i_1 | 35 | 2.9 |
| sky130_fd_sc_hd__and2_1 | 33 | 1.7 |
| sky130_fd_sc_hd__o21a_1 | 29 | 1.8 |
| sky130_fd_sc_hd__xnor2_1 | 26 | 1.9 |
| sky130_fd_sc_hd__a221oi_1 | 20 | 1.4 |
| sky130_fd_sc_hd__a31oi_1 | 20 | 1.0 |
| sky130_fd_sc_hd__o211ai_1 | 20 | 1.2 |
| sky130_fd_sc_hd__nand2b_1 | 19 | 0.97 |
| sky130_fd_sc_hd__a211oi_1 | 18 | 1.1 |
| sky130_fd_sc_hd__a21o_1 | 17 | 1.0 |
| sky130_fd_sc_hd__nor3_1 | 16 | 0.65 |
| sky130_fd_sc_hd__dfrtp_1 | 14 | 2.9 |
| sky130_fd_sc_hd__nor2b_1 | 12 | 0.61 |
## logic make-up after synthesis
group / share of synthesized area [%]
buf+inv: 4.276
mux: 4.246
other cells: 0.03066
xor+xnor: 2.619
simple gates: 22.27
fa+ha+maj: 4.215
compound gates: 21.32
flops: 41.02
